==> design/flow/config.mk <==
export PLATFORM = sky130hd
export DESIGN_NAME = register_file
export DESIGN_NICKNAME = register_file
export VERILOG_FILES = /design/flow/design.v
export SDC_FILE = /design/flow/constraint.sdc
export NUM_CORES = 4
export LEC_CHECK = 1
export CORE_UTILIZATION = 30
==> design/flow/constraint.sdc <==
current_design register_file

set clk_period 6.7
set clk_io_pct 0.2

create_clock -name clk0 -period $clk_period [get_ports {clk}]

set non_clock_inputs [all_inputs -no_clocks]
set_input_delay [expr $clk_period * $clk_io_pct] -clock clk0 $non_clock_inputs
set_output_delay [expr $clk_period * $clk_io_pct] -clock clk0 [all_outputs]
==> design/flow/design.v <==
`timescale 1ns / 1ps
    module register_file(clk,reset,read_address_port_a,read_address_port_b,write_address,write_data,write_enable,read_data_port_a,read_data_port_b,r1,r2,r3,r4,r5,r10);
    input clk,reset;
    output wire [31:0] r1,r2,r3,r4,r5,r10;
    input [4:0] read_address_port_a;
    output [31:0] read_data_port_a;
    input [4:0] read_address_port_b;
    output  [31:0] read_data_port_b;
    input [31:0] write_data;
    input [4:0] write_address;
    input write_enable;
    reg [31:0] reg_file [31:0];
    integer i;
    always @(posedge clk, posedge reset)
    begin
        if(reset)
            begin
            for(i =0; i<32; i=i+1)
                reg_file[i] = {27'b0,i}; 
            end
        else
            begin
            if(write_enable)
                begin
                    reg_file[write_address] = write_data;
                end
            end
    end
    assign r1 = reg_file[1];
    assign r2 = reg_file[2];
    assign r3 = reg_file[3];
    assign r4 = reg_file[4];
    assign r5 = reg_file[5];
    assign r10 = reg_file[10];
    assign read_data_port_a = (read_address_port_a==5'b0)? 32'b0 : reg_file[read_address_port_a];
    assign read_data_port_b = (read_address_port_b==5'b0)? 32'b0 : reg_file[read_address_port_b];
    endmodule
==> design/flow/run.sh <==
#!/bin/bash
# OpenROAD 26Q1-2900-gdf79404cd8, Yosys 0.63+post, stock flow scripts
make -C /OpenROAD-flow-scripts/flow DESIGN_CONFIG=/design/flow/config.mk WORK_HOME=/design/flow/orfs finish
==> run_summary.xml <==
<?xml version="1.0" encoding="UTF-8"?>
<metrics>
  <group name="synth">
    <metric name="yosys_most_used_dff" unit="">sky130_fd_sc_hd__dfrtp_1</metric>
    <metric name="synthArstFlopShare" unit="">1.00</metric>
    <metric name="post_synth.cell_area_avg" unit="um2">11.8</metric>
    <metric name="yosys-stat-area" unit="um2">49600</metric>
    <metric name="synth_largest_type_area_fraction" unit="">0.460</metric>
    <metric name="biggest_combinational_cell_group_after_synthesis" unit="">multiplexers</metric>
    <metric name="synth_flops" unit="">992</metric>
    <metric name="compound_share_synth" unit="">0.161</metric>
    <metric name="fa_ha_area_frac" unit="">0</metric>
    <metric name="library_cells_used_by_synthesis" unit="">63</metric>
    <metric name="ys_top_cells_by_count" unit="">sky130_fd_sc_hd__mux2_2, sky130_fd_sc_hd__dfrtp_1, sky130_fd_sc_hd__a22oi_1</metric>
    <metric name="edf_count" unit="">0</metric>
    <metric name="area_leaders" unit="">sky130_fd_sc_hd__dfrtp_1, sky130_fd_sc_hd__mux2_2, sky130_fd_sc_hd__a22oi_1</metric>
    <metric name="synth.cellmix.xorXnorShare" unit="">0</metric>
    <metric name="syn_area" unit="um2">49600</metric>
    <metric name="synth_top_cell_by_area" unit="">sky130_fd_sc_hd__dfrtp_1</metric>
    <metric name="top_cell" unit="">sky130_fd_sc_hd__mux2_2</metric>
    <metric name="yosys.stat.seqShare" unit="">0.503</metric>
    <metric name="synth_simple_gate_area_share" unit="">0.0677</metric>
    <metric name="ys_sh_mux" unit="">0.229</metric>
    <metric name="total_cells_reported_by_yosys_after_synthesis" unit="">4212</metric>
    <metric name="yosys_warnings" unit="">2</metric>
    <metric name="netlist_instances" unit="">4212</metric>
  </group>
  <group name="sta">
    <metric name="final_max_slew_viol_count" unit="">0</metric>
    <metric name="fin_skew" unit="ns">0</metric>
    <metric name="finalHoldViolCount" unit="">0</metric>
    <metric name="fmax" unit="MHz">149</metric>
    <metric name="timing.final.crit_period" unit="ns">6.69</metric>
    <metric name="rsz0062_at_grt" unit="">no</metric>
    <metric name="layout_setup_ws" unit="ns">0.00835</metric>
    <metric name="setup_viol" unit="">0</metric>
    <metric name="headroom_to_the_max_slew_limit" unit="">0.408</metric>
    <metric name="timing_worst_slew_pin_value" unit="ns">0.865</metric>
    <metric name="final_min_period_over_clock_period" unit="">0.999</metric>
  </group>
  <group name="grt">
    <metric name="first_pass_grt_wire_length" unit="um">376000</metric>
    <metric name="global_route.usage.met2" unit="">0.456</metric>
    <metric name="antenna_found_initial" unit="">15</metric>
    <metric name="grt_pass1_vias" unit="">44200</metric>
    <metric name="met1_demand_to_capacity_share_in_global_routing" unit="">0.419</metric>
    <metric name="globalRouteOverflowTotal" unit="">0</metric>
    <metric name="use_met3" unit="">0.191</metric>
    <metric name="grt_max_degree" unit="">114</metric>
    <metric name="grt_usage" unit="">0.337</metric>
    <metric name="global_route.peak_usage_layer" unit="">met2</metric>
  </group>
  <group name="route">
    <metric name="number_of_search_and_repair_iterations_in_the_first_detailed_routing_pass" unit="">10</metric>
    <metric name="route.detailed.drc" unit="">0</metric>
    <metric name="num_vias" unit="">44000</metric>
    <metric name="vias_per_cell" unit="">6.47</metric>
    <metric name="detail-route-antenna-nets" unit="">0</metric>
    <metric name="dr.first_iter.drc_count" unit="">5464</metric>
    <metric name="route.detailed.wl_per_inst" unit="um">40.7</metric>
    <metric name="drt_wl_total" unit="um">277000</metric>
  </group>
  <group name="die">
    <metric name="rows" unit="">148</metric>
    <metric name="floorplan.die_area" unit="um2">167000</metric>
    <metric name="floorplan.initialDensity" unit="">0.303</metric>
    <metric name="floorplan.core_area" unit="um2">163000</metric>
    <metric name="floorplan.die.height" unit="um">408</metric>
    <metric name="io_pins" unit="">306</metric>
    <metric name="dieWidth" unit="um">408</metric>
  </group>
  <group name="critical_path">
    <metric name="launching_element_type_of_the_critical_path" unit="">input port</metric>
    <metric name="r2r_end" unit="">reg_file[1][30]</metric>
    <metric name="startpoint_of_the_worst_slack_reg_to_reg_timing_path" unit="">reg_file[1][30]</metric>
    <metric name="cp_max_fo" unit="">20</metric>
    <metric name="timing.critical_path.cells" unit="">clkdlybuf4s50_1 -&gt; buf_4 -&gt; nand3b_1 -&gt; nor2_4 -&gt; buf_12 -&gt; a22oi_1 -&gt; nand4_1 -&gt; a21oi_1 -&gt; a21oi_1 -&gt; clkdlybuf4s50_1</metric>
    <metric name="critical_path.slowest_cell" unit="">sky130_fd_sc_hd__clkdlybuf4s50_1</metric>
    <metric name="max_stage_delay" unit="ns">0.84</metric>
    <metric name="ff2ff_setup_slack" unit="ns">5.69</metric>
    <metric name="worst-endpoint-required" unit="ns">5.36</metric>
    <metric name="reg2regPathDepth" unit="">1</metric>
    <metric name="kind_of_critical_path" unit="">input port to primary output</metric>
    <metric name="category_of_the_worst_setup_path_capture_point" unit="">primary output</metric>
    <metric name="arrival_time_of_the_worst_setup_path" unit="ns">5.35</metric>
    <metric name="worst_setup_path_startpoint" unit="">read_address_port_a[3]</metric>
  </group>
  <group name="power_and_ir_drop">
    <metric name="pwr-share-comb" unit="">0.155</metric>
    <metric name="leakagePower" unit="uW">0.0257</metric>
    <metric name="p_sw_frac" unit="">0.294</metric>
    <metric name="p_clk_frac" unit="">0.367</metric>
    <metric name="internal-power" unit="uW">12800</metric>
    <metric name="vdd_drop_max" unit="mV">0.252</metric>
    <metric name="power.net_switching" unit="uW">5310</metric>
    <metric name="power.share.sequential" unit="">0.478</metric>
    <metric name="power.density" unit="nW/um2">297</metric>
  </group>
  <group name="cells_and_area">
    <metric name="final-instance-count-excl-fill" unit="">6800</metric>
    <metric name="largest_register_ff_count" unit="">992</metric>
    <metric name="layout_area_growth_over_synthesis" unit="%">22.8</metric>
    <metric name="fraction_of_final_layout_cells_sized_beyond_drive_strength_1" unit="">0.363</metric>
    <metric name="n_fill_cell" unit="">15700</metric>
  </group>
  <group name="place">
    <metric name="preCtsSetupSlack" unit="ns">0.117</metric>
    <metric name="routabilityCongestion" unit="">1.05</metric>
    <metric name="buffer_ports.inserted" unit="">305</metric>
    <metric name="post-place-cells" unit="">6579</metric>
    <metric name="post-dp-hpwl" unit="um">179000</metric>
  </group>
  <group name="cts">
    <metric name="h_tree_levels" unit="">3</metric>
    <metric name="postCtsHoldBufs" unit="">0</metric>
    <metric name="tritoncts_num_sinks" unit="">992</metric>
    <metric name="cts_root_buf" unit="">sky130_fd_sc_hd__clkbuf_16</metric>
    <metric name="cts.clk_slew.worst_paths" unit="ns">0.06</metric>
    <metric name="clk_latency" unit="ns">0.75</metric>
    <metric name="clk_path_buf_depth" unit="">3</metric>
    <metric name="cts_made_buffers" unit="">110</metric>
    <metric name="clock_tree_from_tritoncts" unit="">built</metric>
  </group>
  <group name="min_path">
    <metric name="worst_hold_startpoint" unit="">reg_file[17][10]</metric>
    <metric name="worstHoldPathCells" unit="">1</metric>
    <metric name="min_to" unit="">reg_file[17][10]</metric>
    <metric name="holdCritPathClass" unit="">flip-flop to flip-flop</metric>
  </group>
  <group name="status">
    <metric name="result_of_the_run" unit="">complete, no violations</metric>
  </group>
  <group name="flow_run">
    <metric name="cap_viol_max_count" unit="">0</metric>
    <metric name="warnings" unit="">38</metric>
  </group>
</metrics>
power groups by stage:
stage	registers, uW	clock network, uW	logic (uW)
CTS	8570	6690	2770
global route	8740	6900	2980
finish	8640	6630	2800
worst max-delay path: cells and delay by family:
kind | cells | cell delay (ns)
buf+inv | 4 | 2.12
simple gates | 3 | 1.03
compound gates | 3 | 0.82
timing repair:
| item | CTS | global route |
|---|---|---|
| buffers inserted | 0 | 6 |
| setup endpoints to repair | 0 | 4 |
| resized | 0 | 1 |
layer usage:
metal,up-vias,wire length [um]
met1,22300,99500
met4,28,21400
met3,1173,42700
met2,3634,113000
li1,16900,-
met5,-,395
worst max-delay path by stage:
stage	to	slack, ns	cells after the start
global route	read_data_port_a[31]	0.03	10
finish	read_data_port_a[31]	0.008	10
CTS	read_data_port_a[31]	0.11	11
cell usage in the layout (no fill, tap or decap), drive strengths merged, types with 7 or more instances in the layout:
cell / synthesis / final
nand4: 106 / 106
a31oi: 22 / 22
nor4: 20 / 20
and3: 11 / 11
nor2: 136 / 136
nor3: 71 / 71
nand2b: 16 / 16
a21oi: 161 / 161
dfrtp: 912 / 912
nor2b: 7 / 7
a22oi: 797 / 797
a2111oi: 13 / 13
inv: 8 / 13
mux2i: 11 / 11
bufinv: 0 / 18
buf: 254 / 316
a221oi: 15 / 15
clkdlybuf4s50: 0 / 300
diode: 0 / 9
nand2: 215 / 215
clkinv: 0 / 35
a211oi: 7 / 7
o21ai: 11 / 11
mux2: 998 / 998
a22o: 11 / 11
clkbuf: 164 / 145
a222oi: 38 / 38
nand3: 60 / 60
dfstp: 80 / 80
cells by family (layout without fill, tap and decap cells):
family / count (synthesis) / in the layout
AND-OR/OR-AND: 1104 / 1104
buffers and inverters: 426 / 830
flip-flops: 992 / 992
multiplexers: 1009 / 1009
other: 0 / 9
AND/OR/NAND/NOR: 681 / 681
stage by stage:
step	utilization	hold slack [ns]	total power [uW]	setup TNS, ns	area [um2]
4_1_cts	0.372	0.530	18000	0	60800
6_report	0.373	0.529	18100	0	60900
3_3_place_gp	0.348	0.512	11400	0	56900
5_1_grt	0.373	0.546	18600	0	60900
3_5_place_dp	0.348	0.516	11400	0	56900
2_1_floorplan	-	0.481	9530	-7863.20	49600
layout make-up:
| class | instances | area [um2] | share of cell area |
|---|---|---|---|
| Antenna cell | 9 | 22.5 | 0.000370 |
| Clock buffer | 145 | 3080 | 0.0505 |
| Clock inverter | 61 | 806 | 0.0132 |
| Inverter | 8 | 33.8 | 0.000555 |
| Multi-Input combinational cell | 2794 | 23200 | 0.382 |
| Sequential cell | 992 | 24900 | 0.409 |
| Tap cell | 2175 | 2720 | 0.0447 |
| Timing Repair Buffer | 616 | 6040 | 0.0993 |
No activity file was given, so power comes from the tool's default toggle rates.
