## design/flow/design.v

```verilog
`timescale 1ns / 1ps
module instruction_memory(reset,pc,instr);
input [31:0] pc;
input reset;
output [31:0] instr;
reg [7:0] rom [(2^31)-1:0];
wire [31:0] instruction_out;
integer i;
initial
begin
rom[0] = 8'b10110011;
rom[1] = 8'b00000000;
rom[2] = 8'b00110001;
rom[3] = 8'b00000000;
rom[4] = 8'b10100011;
rom[5] = 8'b10100000;
rom[6] = 8'b00010000;
rom[7] = 8'b00000000;
rom[8] = 8'b00000011;
rom[9] = 8'b10100010;
rom[10] = 8'b00010000;
rom[11] = 8'b00000000;
rom[12] = 8'b01100011;
rom[13] = 8'b10000100;
rom[14] = 8'b01000010;
rom[15] = 8'b00000000;
rom[16] = 8'b00110011;
rom[17] = 8'b00000101;
rom[18] = 8'b10010100;
rom[19] = 8'b00000000;
rom[20] = 8'b00110011;
rom[21] = 8'b10000101;
rom[22] = 8'b10000100;
rom[23] = 8'b00000000;
end 
assign instruction_out = {rom[pc+3],rom[pc+2],rom[pc+1],rom[pc]} ;
assign instr = instruction_out;
endmodule
```

## design/flow/run.sh

```bash
#!/bin/bash
# OpenROAD 26Q1-2900-gdf79404cd8, Yosys 0.63+post, stock flow scripts
make -C /OpenROAD-flow-scripts/flow DESIGN_CONFIG=/design/flow/config.mk WORK_HOME=/design/flow/orfs finish
```

## design/flow/config.mk

```make
export PLATFORM = sky130hd
export DESIGN_NAME = instruction_memory
export DESIGN_NICKNAME = instruction_memory
export VERILOG_FILES = /design/flow/design.v
export SDC_FILE = /design/flow/constraint.sdc
export NUM_CORES = 4
export LEC_CHECK = 1
export CORE_AREA = 10 10 71 71
export DIE_AREA = 0 0 81 81
```

## design/flow/constraint.sdc

```tcl
current_design instruction_memory

set clk_period 2.8
set clk_io_pct 0.2

create_clock -name clk0 -period $clk_period

set non_clock_inputs [all_inputs -no_clocks]
set_input_delay [expr $clk_period * $clk_io_pct] -clock clk0 $non_clock_inputs
set_output_delay [expr $clk_period * $clk_io_pct] -clock clk0 [all_outputs]
```

==> results_slide.txt <==
Physical Implementation Snapshot

Route
  • Initial detailed-routing violation count: 136
  • Via/cell ratio: 5.19
  • DR WL/cell: 13.7 um
  • Antenna Cells: 0
  • DR vias: 1,732
  • Drt first pass iters: 4
  • Final WL: 4580 um
  • Remaining DRCs: 0
  • Routed Antenna Nets: 0

Placement
  • Routability Congestion: 0.909
  • DP Area: 0.00199 sq mm
  • PortBufs: 33
  • Final HPWL DP: 3340 um

Die
  • Die ar.: 0.00656 sq mm
  • Initial Utilization: 0.331
  • Die W: 81 um
  • Num ports: 65
  • Row cnt: 22
  • Core area: 0.00363 sq mm
  • Die y size: 81 um

Final timing
  • Fin Setup TNS: -0.0235 ns
  • Final hold vios: 0
  • Fmax: 354 MHz
  • Final setup margin: -0.0235 ns
  • Final period utilization: 1.01
  • Hold WS: 1.74 ns
  • Final max-slew violation count: 0
  • Final setup violation count: 1
  • RSZ-0062 raised after global routing: yes
  • Fin crit period: 2.82 ns

Final layout
  • Top cells excl fill/tap: buf_4, nand2_1, clkdlybuf4s50_1
  • Register area: 0 sq um
  • Flops: 0
  • Most numerous logic cell after layout: buf_4
  • Fraction of layout cells with a size suffix above 1: 0.409
  • Layout area overhead: 99.0%
  • Clock buffers: 0
  • Final Instance Area: 0.00239 sq mm

Hold path
  • Hold path cells: 5
  • Hold Crit Start: pc[0]
  • Worst hold path type: input port to output port
  • WHS Endpoint: instr[28]

GRT
  • Initial antenna violation count: 0
  • Remaining Overflow, GRT: 0
  • Largest net degree at the start of global routing: 17
  • First-pass GRT wire length: 7100 um
  • Overall Global Routing Usage: 0.128
  • Vias in the first global route: 1,551

Synth
  • Area share, top type: 0.0832
  • Syn Area/Cell: 6.20 sq um
  • Synth unique cells: 44
  • Dominant cell type by area after synthesis: ha_1
  • Mapped Cells: 194
  • Post-Syn Area: 0.00120 sq mm
  • Sequential area share after synthesis: 0
  • Chip Area, Yosys: 0.00120 sq mm
  • Yosys cell count: 194
  • Ao+oa area frac: 0.351
  • Simple-Gate Fraction of Synth Area: 0.281
  • Top logic family: AND-OR/OR-AND gates
  • Xor+xnor area frac: 0.120
  • MUX area fraction: 0.0333
  • Post-synthesis adder-cell area fraction: 0.0832
  • Syn. warnings: 1
  • Cell area leaders: ha_1, a21oi_1, nor2_1

Power
  • Peak supply drop: 123 uV
  • Pleak: 1.08 nW
  • Part of the power in combinational logic: 1.000
  • Power Internal: 0.282 mW
  • Cell area power density: 204 mW/mm^2
  • Clock power share: 0
  • Sequential power share: 0
  • Overall power: 0.490 mW
  • Sw frac: 0.424
  • Net load switching power: 0.207 mW

Setup path
  • Crit. End Element: output port
  • Worst Setup Start Kind: input port
  • CP max FO: 6
  • Critical Path RT: 2.24 ns
  • Arr. time, crit path: 2.26 ns
  • Crit path kind: input port to output port
  • Critical path startpoint: pc[0]
  • CP max-delay cell: clkdlybuf4s50_1
  • Critical path, cell by cell: clkbuf_4 -> inv_2 -> ha_4 -> buf_8 -> xor2_4 -> nor2_1 -> a21oi_1 -> nor3_1 -> a221o_1 -> clkdlybuf4s50_1
  • Worst stage delay on the critical path: 0.41 ns

Flow run
  • Count of tool warnings: 67
  • Max cap viols: 0

Status
  • Violated checks: negative setup slack
  • Status: finished with violations

CTS
  • Hold_buf cts: 0
cell type report:
| class | instances | area [sq um] |
|---|---|---|
| multi-input combinational | 167 | 1310 |
| tap | 48 | 60.1 |
| timing repair buffer | 111 | 995 |
| fill | 302 | 1240 |
| inverter | 8 | 32.5 |
per-stage QoR:
step | instances | util | worst slack (ns)
2_1_floorplan | 197 | - | 0.286
3_3_place_gp | 322 | 0.547 | -0.600
3_5_place_dp | 322 | 0.547 | -0.612
4_1_cts | 327 | 0.611 | 0.00251
5_1_grt | 334 | 0.659 | -0.0649
6_report | 334 | 0.659 | -0.0235
worst max path at each step:
stage	to	cells past startpoint
4_1_cts	instr[15]	10
5_1_grt	instr[31]	10
6_report	instr[31]	10
cells in the mapped netlist (2+ instances only):
library cell / number
a211oi_1: 4
a21boi_0: 4
a21oi_1: 19
a221o_1: 2
a31oi_1: 3
and3_1: 2
buf_2: 7
buf_4: 7
clkbuf_1: 6
ha_1: 8
inv_1: 8
mux2i_1: 4
nand2_1: 23
nand2b_1: 3
nand3_1: 7
nor2_1: 24
nor2b_1: 4
nor3_1: 6
o211ai_1: 4
o21ai_0: 8
o21ai_1: 7
o311ai_2: 2
o32ai_1: 2
xnor2_1: 7
xor2_1: 2
xor2_2: 3
repair_timing:
| item | in CTS | in global routing |
|---|---|---|
| gates resized | 59 | 29 |
| pin swaps | 7 | 13 |
| buffers inserted | 5 | 8 |
| endpoints found under the setup margin | 28 | 20 |
logic make-up after synthesis:
kind of cell	Yosys count
XOR/XNOR	13
buffers and inverters	30
AND-OR/OR-AND	64
AND/OR/NAND/NOR	74
adder cells (fa/ha/maj)	8
other	1
multiplexers	4
power by group through the flow:
stage | logic (mW) | registers [mW] | clock network (mW)
final | 0.490 | 0 | 0
after global routing | 0.534 | 0 | 0
after CTS | 0.450 | 0 | 0
per-layer routing:
metal,vias to the layer above,part of all wire,track usage,routed length (um)
li1,871,-,-,-
met1,829,0.48,0.173,2190
met2,32,0.48,0.226,2200
met3,0,0.040,0.0100,184
met4,0,0,0.0121,0
met5,-,0,0,0
critical path: cells and delay by family:
family	cells	cell delay [ns]
AND-OR/OR-AND	2	0.40
XOR/XNOR	1	0.23
adder cells (fa/ha/maj)	1	0.18
buffers and inverters	4	0.76
AND/OR/NAND/NOR	2	0.14
Power and IR drop assume default switching activity.
